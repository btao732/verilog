`flow/config.mk`:
```
export PLATFORM = sky130hd
export DESIGN_NAME = top
export DESIGN_NICKNAME = top
export VERILOG_FILES = /design/flow/design.v
export SDC_FILE = /design/flow/constraint.sdc
export NUM_CORES = 4
export LEC_CHECK = 1
export CORE_AREA = 10 10 70 70
export DIE_AREA = 0 0 80 80
```
`flow/constraint.sdc`:
```
current_design top

set clk_period 1.4
set clk_io_pct 0.2

create_clock -name clk0 -period $clk_period [get_ports {clk}]

set non_clock_inputs [all_inputs -no_clocks]
set_input_delay [expr $clk_period * $clk_io_pct] -clock clk0 $non_clock_inputs
set_output_delay [expr $clk_period * $clk_io_pct] -clock clk0 [all_outputs]
```
`flow/run.sh`:
```
#!/bin/bash
# OpenROAD 26Q1-2900-gdf79404cd8, Yosys 0.63+post, stock flow scripts
make -C /OpenROAD-flow-scripts/flow DESIGN_CONFIG=/design/flow/config.mk WORK_HOME=/design/flow/orfs finish
```
`flow/design.v`:
```
module top (rst, start, stop, clk, count, stop_d2);
input clk;
input start, stop;
input rst;
output reg [3:0] count;
output reg stop_d2;
reg cnt_en;
reg stop_d1;
always @(posedge clk or posedge rst) begin
    if (rst) 
        cnt_en <= 1'b0;
    else if (start) 
        cnt_en <= 1'b1;
    else if (stop)
        cnt_en <= 1'b0;
end
always @ (posedge clk or posedge rst) 
begin
    if (rst) 
        count <= 4'h0;
    else if ((cnt_en) 
            && (count == 4'd13))
        count <= 4'h0;
    else if (cnt_en)
        count <= count + 1;
end
always @(posedge clk or posedge rst) 
begin
    if (rst) 
    begin
        stop_d1 <= 1'b0;
        stop_d2 <= 1'b0;
    end
    else begin
        stop_d1 <= stop;
        stop_d2 <= stop_d1;
    end
end
endmodule
```
==> Table 3: Implementation characteristics <==
Implementation parameters

Parameter                              Value

Placed design
  Worst slack at placement    0.215 ns
  Area after DPL    439 sq um
  RD Place Congestion    0.716
  Total half-perimeter wirelength after legalization and detailed placement    479 um
  Buffers added on ports    8

Setup path
  Family with the most delay on the worst path    buffers and inverters
  Category of the worst setup path capture point    primary output
  Number of cells on the critical path    1
  Worst path arrival time    1.07 ns
  Combined buffer and inverter count along the critical path    1
  Crit Reg-Reg Startpoint    count[1]$_DFFE_PP0P_
  Critical R2R Capture    count[1]$_DFFE_PP0P_
  CP Class    reg2out
  Highest fanout seen on the critical path    2
  Endpoint of the worst setup timing path    count[1]
  Maximum cell stage delay along the critical path    0.47 ns
  Minimum setup slack among reg-to-reg paths    0.13 ns
  Worst r2r path cells    6
  Required @ worst endpoint    1.12 ns
  Worst path cell trace    clkdlybuf4s50_1
  Worst setup SP type    register
  Cell with the largest stage delay on the worst path    sky130_fd_sc_hd__clkdlybuf4s50_1
  Launching instance or port of the critical path    count[1]$_DFFE_PP0P_

Yosys
  Most frequent cells after synthesis    7 x sky130_fd_sc_hd__dfrtp_1, 4 x sky130_fd_sc_hd__inv_1, 3 x sky130_fd_sc_hd__a21oi_1
  Count of flip-flops with a built-in enable after synthesis    0
  Post-synth regs    7
  Yosys warns    1
  Post-Synthesis Mean Instance Area    11.2 sq um
  Netlist Area Pre-Place    302 sq um
  Yosys Instances    27
  Yosys top cell by instances    sky130_fd_sc_hd__dfrtp_1
  Mapped Cells    27
  Sequential element share of the synthesized area    58.1%
  Most common flop cell mapped by yosys    sky130_fd_sc_hd__dfrtp_1
  Chip area in the Yosys report    302 sq um
  Area share of the largest cell type after synthesis    58.1%
  Count of unique library cells instantiated by Yosys    12
  Post-synth top area cell    sky130_fd_sc_hd__dfrtp_1
  Proportion of synthesized flip-flops having asynchronous set or reset    100%
  Cells taking the most area after synthesis    sky130_fd_sc_hd__dfrtp_1 58%, sky130_fd_sc_hd__ha_1 8.3%, sky130_fd_sc_hd__o41ai_2 5.4%

Clock tree
  TritonCTS buffer count    3
  Number of gates resized after cts    0
  Hold buffer count at CTS    0
  Maximum root-to-sink buffer count    2
  Count of clock tree sinks    7
  # H-tree levels    1
  Clock tree from TritonCTS    built
  Clock Tree Root    sky130_fd_sc_hd__clkbuf_4
  Clock Latency Late Sink    0.25 ns
  CTS clock-pin slew for the worst setup and hold paths    0.05 ns

Routing
  Iter 0 DRT Violations    2
  Number of nets still failing antenna checks after routing    0
  Vias per cell    2.80
  First-pass iteration count of the detailed router    6
  Post-route DRC violation count    0
  Average detailed-routed wire length per instance    7.49 um
  Via Count    249
  Total inserted antenna cells    0
  Total wire length    667 um

Floorplan
  Horizontal extent of the die    80 um
  Row cnt    21
  Core outline area    3420 sq um
  Floorplan Utilization    8.83%
  Total I/O pin count    9
  DIE HEIGHT    80 um
  Die Size    6400 sq um

Power
  Peak ir drop on the vdd network    1.01 mV
  Cell leakage power    0.000215 uW
  Part of the power in combinational logic    46.5%
  Fraction of power consumed by sequential logic    33.3%
  Clk pwr share    20.3%
  Power per standard cell area    1780 nW/um^2
  Switching pwr    272 uW
  Cell internal power dissipation    609 uW
  Proportion of total power due to net switching    30.9%

STA
  Headroom to the max-slew limit    82.7%
  Number of failing setup endpoints in the final timing report    0
  Setup_tns    0 ns
  Unrepaired setup endpoints after global routing    no
  Layout Skew    0.00756 ns
  Max Clk Rate    743 MHz
  Final count of pins violating max slew    0
  Final critical-path share of the clock period    96.2%
  Worst Max-Slew Pin Slew    0.260 ns
  Minimum clock period    1.35 ns
  Setup slack of the critical path after layout    0.0535 ns
  Final Hold Fails    0

Flow run
  # Max-Cap Violations    0
  Warning total across the stage logs    26

Worst hold path
  Hold/Removal Path Class    in2async

Global route
  Largest net degree at the start of global routing    8
  Number of antenna violations at the first check in global routing    0
  Global-route wire length before repair    1140 um
  Overall routing resource usage    2.23%
  Via count of the first global-routing pass    259
  Grt ovf    0

Layout
  Area growth, synth to finish    64.3%
  Share of layout cells above drive strength 1    23.3%
  Finished Cell Area    495 sq um
  Final Util    14.5%

Outcome
  Run status    finished clean
[cells in the final DEF, fill, tap and decap left out, drive strengths merged]
| cell type | n |
|---|---|
| dfrtp | 7 |
| nand3b | 1 |
| a21oi | 3 |
| o21ai | 3 |
| clkdlybuf4s50 | 8 |
| nor2 | 2 |
| clkbuf | 4 |
| nand2 | 1 |
| o41ai | 1 |
| nand3 | 2 |
| buf | 4 |
| ha | 2 |
| inv | 4 |
| a21o | 1 |
[what timing repair did]
| action | 4_1_cts | 5_1_grt |
|---|---|---|
| buffers inserted | 4 | 0 |
| hold endpoints to repair | 0 | 0 |
| endpoints found under the setup margin | 4 | 0 |
[sequential cells by signal, indices dropped and copies added, names as in the netlist]
name     cells
count        4
stop_d1      1
cnt_en       1
stop_d2      1
[worst min-delay path by stage]
stage / endpoint / from / slack [ns]
after CTS: count[3]$_DFFE_PP0P_ / rst / 0.25
after global routing: count[1]$_DFFE_PP0P_ / rst / 0.26
final: count[0]$_DFFE_PP0P_ / rst / 0.25
[power by group through the flow]
| stage | Combinational, uW | Sequential, uW | Clock (uW) |
|---|---|---|---|
| after global routing | 463 | 298 | 204 |
| after CTS | 405 | 294 | 188 |
| final | 409 | 293 | 179 |
[metal layers]
layer,wire length [um],track usage (%),vias to the layer above
met1,301,2.49,111
met2,299,3.37,13
met4,10,0.528,0
met3,55,1.59,2
li1,-,-,123
met5,0,0,-
[stage by stage]
| step | hold slack (ns) | instances | total power [uW] |
|---|---|---|---|
| detailed placement | 0.346 | 81 | 622 |
| floorplan | 0.0834 | 27 | 465 |
| global route | 0.256 | 89 | 964 |
| global placement | 0.343 | 81 | 618 |
| finish | 0.252 | 89 | 880 |
| CTS | 0.254 | 89 | 886 |
[cell type report]
cell class                      instances  area, sq um
Fill cell                             402         2920
Sequential cell                         7          175
Multi-Input combinational cell         16          111
Timing Repair Buffer                   12          110
Tap cell                               46         57.6
Clock buffer                            4         26.3
Inverter                                4         15.0
[logic make-up (layout without fill, tap and decap cells)]
group,after synthesis,count (layout),share of synthesized area [%]
and+or+nand+nor,6,6,10.4
buffers and inverters,4,20,4.98
DFF,7,7,58.1
adders and majority gates,2,2,8.30
AOI/OAI and AO/OA,8,8,18.3
Power and IR drop assume default switching activity.
